$ cat design/flow/design.v
module traffic_control(green_ns,yellow_ns,red_ns,green_ew,yellow_ew,red_ew,clk,rst_a);
  output reg [2:0] green_ns,yellow_ns,red_ns,green_ew,yellow_ew,red_ew; 
   input      clk;
   input      rst_a;
   reg [2:0] state;
  parameter [2:0] S0 = 3'b000;
  parameter [2:0] S1 = 3'b001;
  parameter [2:0] S2 = 3'b010;
  parameter [2:0] S3 = 3'b011;
  parameter [2:0] S4 = 3'b100;
  parameter [2:0] S5 = 3'b101;
  reg [4:0] count;
  always @(posedge clk, posedge rst_a)
     begin
        if (rst_a)
            begin
                state = S0;
                count = 4'b0000;
            end
        else
            begin
                case (state)
                S0:
                    begin
                      if( count == 4'b1111)
                            begin
                            count = 4'b0000;
                            state = S1;
                            end
                        else
                            begin
                            count = count + 4'b0001;
                            state = S0;
                            end
                    end
                S1:
                    begin
                      if( count == 4'b0011)
                            begin
                            count = 4'b0000;
                            state = S2;
                            end
                        else
                            begin
                            count = count + 4'b0001;
                            state = S1;
                            end
                    end
                S2:
                    begin
                      if( count == 4'b0011)
                            begin
                            count = 4'b0000;
                            state = S3;
                            end
                        else
                            begin
                            count = count + 4'b0001;
                            state = S2;
                            end
                    end
                S3:
                    begin
                      if( count == 4'b1111)
                            begin
                            count = 4'b0000;
                            state = S4;
                            end
                        else
                            begin
                            count = count + 4'b0001;
                            state = S3;
                            end
                    end
                S4:
                    begin
                      if( count == 4'b0011)
                            begin
                            count = 4'b0000;
                            state = S5;
                            end
                        else
                            begin
                            count = count + 4'b0001;
                            state = S4;
                            end
                    end
                S5:
                    begin
                      if( count == 4'b0011)
                            begin
                            count = 4'b0000;
                            state = S0;
                            end
                        else
                            begin
                            count = count + 4'b0001;
                            state = S5;
                            end
                    end
           		endcase
       		end
     end
 always @(state)
     begin
         case (state)
            S0 :
                begin
                    green_ns = 3'b001;
                    yellow_ns = 3'b000;
                    red_ns = 3'b000;
                    green_ew = 3'b000;
                  	yellow_ew = 3'b000;
                  	red_ew = 3'b001;
                end  
            S1 :
                begin
                    green_ns = 3'b000;
                    yellow_ns = 3'b001;
                    red_ns = 3'b000;
                    green_ew = 3'b000;
                  	yellow_ew = 3'b000;
                  	red_ew = 3'b001;
                end  
            S2 :
                begin
                    green_ns = 3'b000;
                    yellow_ns = 3'b000;
                    red_ns = 3'b001;
                    green_ew = 3'b000;
                  	yellow_ew = 3'b000;
                  	red_ew = 3'b001;
                end  
            S3 :
                begin
                    green_ns = 3'b000;
                    yellow_ns = 3'b000;
                    red_ns = 3'b001;
                    green_ew = 3'b001;
                  	yellow_ew = 3'b000;
                  	red_ew = 3'b000;
                end  
            S4 :
                begin
                    green_ns = 3'b000;
                    yellow_ns = 3'b000;
                    red_ns = 3'b001;
                    green_ew = 3'b000;
                  	yellow_ew = 3'b001;
                  	red_ew = 3'b000;
                end  
            S5 :
                begin
                    green_ns = 3'b000;
                    yellow_ns = 3'b000;
                    red_ns = 3'b001;
                    green_ew = 3'b000;
                  	yellow_ew = 3'b000;
                  	red_ew = 3'b001;                
                end  
            endcase  
     end  
 endmodule
$ cat design/flow/run.sh
#!/bin/bash
# OpenROAD 26Q1-2900-gdf79404cd8, Yosys 0.63+post, stock flow scripts
make -C /OpenROAD-flow-scripts/flow DESIGN_CONFIG=/design/flow/config.mk WORK_HOME=/design/flow/orfs finish
$ cat design/flow/config.mk
export PLATFORM = sky130hd
export DESIGN_NAME = traffic_control
export DESIGN_NICKNAME = traffic_control
export VERILOG_FILES = /design/flow/design.v
export SDC_FILE = /design/flow/constraint.sdc
export NUM_CORES = 4
export LEC_CHECK = 1
export CORE_AREA = 10 10 77 77
export DIE_AREA = 0 0 87 87
$ cat design/flow/constraint.sdc
current_design traffic_control

set clk_period 2.1
set clk_io_pct 0.2

create_clock -name clk0 -period $clk_period [get_ports {clk}]

set non_clock_inputs [all_inputs -no_clocks]
set_input_delay [expr $clk_period * $clk_io_pct] -clock clk0 $non_clock_inputs
set_output_delay [expr $clk_period * $clk_io_pct] -clock clk0 [all_outputs]
==> flow.log <==
[report] extracting results
INFO  metric area_delta_synth_final = 17.68%
INFO  metric grt_use_met3 = 2.453%
INFO  metric critical-path-slowest-cell = sky130_fd_sc_hd__dfrtp_1
INFO  metric final-setup-viol-count = 0
INFO  metric unclocked_regs = 6
INFO  metric post_synth_instance_area = 785.8 µm²
INFO  metric ios = 20
INFO  metric report.final.slew_viol_count = 0
INFO  metric route.vias.total = 561
INFO  metric gp_congestion = 0.8358
INFO  metric groute.usage.overall = 4.542%
INFO  metric clkSlewWorstSetupHoldPaths = 50 ps
INFO  metric total_power = 430.4 µW
INFO  metric drv.max_cap_violation_count = 0
INFO  metric stage_log_warnings = 25
INFO  metric timing.critical_path.slowest_cell_delay = 470 ps
INFO  metric fin_skew = 0.9764 ps
INFO  metric maximum_number_of_pins_on_one_net_before_global_route_repair = 12
INFO  metric antennaDiodeCount = 0
INFO  metric yosys_cells = 74
INFO  metric cts_tree = built
INFO  metric fmax = 0.6017 GHz
INFO  metric critical_path.max_fanout = 7
INFO  metric core_util_floorplan = 18.05%
INFO  metric grt_antenna_before_repair = 0
INFO  metric syn_inst = 74
INFO  metric worstSetupPathDepth = 4
INFO  metric p_leak = 0.0004314 µW
INFO  metric final-hold-violation-count = 0
INFO  metric clock_path_buffers = 2
INFO  metric post_drt_via_cell_ratio = 4.095
INFO  metric die_height = 87 µm
INFO  metric synth-seq-cells = 17
INFO  metric async_reset_ff_share = 64.71%
INFO  metric die_w = 87 µm
INFO  metric crit-reg2reg-launch = state[1]$_DFF_PP0_
INFO  metric antenna_left = 0
INFO  metric grt_pass1_vias = 589
INFO  metric final.period_utilization = 79.14%
INFO  metric io_buffer_count = 7
INFO  metric power.density_cell_area = 465.5 mW/mm²
INFO  metric cts-htree-levels = 1
INFO  metric chip_area_from_the_yosys_synthesis_statistics = 785.8 µm²
INFO  metric ys.warnings.count = 1
INFO  metric reg2reg_depth = 4
INFO  metric cts_hold_repair.buffers = 0
INFO  metric enable_flop_cells = 0
INFO  metric worst-setup-path-type = flip-flop to flip-flop
INFO  metric worstSetupEndpoint = count[2]$_DFFE_PP0P_
INFO  metric core.rowCount = 24
INFO  metric worstPathArrival = 1780 ps
INFO  metric core_area = 0.004354 mm²
INFO  metric untimed_endpoints = 12
INFO  metric period_minus_slack = 1662 ps
INFO  metric syn-mean-instance-area = 10.62 µm²
INFO  metric crit_path_cell_trace = nor4_4, inv_2, o21ai_1, mux2_2
INFO  metric layout_cell_share_with_drive_strength_beyond_1 = 16.47%
INFO  metric ir_worst_vdd = 0.0002041 V
INFO  metric crit_path_end_kind = flip-flop
INFO  metric detail_route.wl_per_cell = 12.08 µm
INFO  metric ff_type = sky130_fd_sc_hd__dfrtp_1
INFO  metric path_delay_family = flip-flops
INFO  metric route.final.wire_length = 1655 µm
INFO  metric critical_path_required = 2220 ps
INFO  metric overflow = 0
INFO  metric clock.latency.late_pin = 240 ps
INFO  metric cts_repair_resize_count = 0
INFO  metric top_cell_area_share = 31.85%
INFO  metric finalSetupTns = 0 ps
INFO  metric first_iter_violations = 70
INFO  metric busiest_layer = met2
INFO  metric cts.root.buffer_cell = sky130_fd_sc_hd__clkbuf_8
INFO  metric drt_drc_violations_left = 0
INFO  metric startpoint_kind_of_the_worst_setup_timing_path = flip-flop
INFO  metric top_cells_by_count = 12 x sky130_fd_sc_hd__buf_4, 10 x sky130_fd_sc_hd__dfrtp_1, 6 x sky130_fd_sc_hd__dlxtn_1, 6 x sky130_fd_sc_hd__nand2_1
INFO  metric rsz0062_at_grt = no
INFO  metric first_pass_iters = 4
INFO  metric yosysMostFrequentCell = sky130_fd_sc_hd__buf_4
INFO  metric min_path_type = input port to asynchronous set/reset pin
INFO  metric worst-path-buf-inv = 1
INFO  metric yosys-top-cells-area = sky130_fd_sc_hd__dfrtp_1 32%, sky130_fd_sc_hd__buf_4 11%, sky130_fd_sc_hd__dlxtn_1 11%
INFO  metric grt_use_met1 = 5.971%
INFO  metric clock_buffer_count_from_cts = 3
INFO  metric chipArea = 0.007569 mm²
INFO  metric crit_path_start = state[1]$_DFF_PP0_
INFO  metric hpwlAfterDp = 1228 µm
INFO  metric status = finished clean
INFO  metric reg2reg_setup_slack = 440 ps
INFO  metric r2r_end = count[2]$_DFFE_PP0P_
INFO  metric cts_post_setup_buffers_inserted = 0
INFO  metric grt_pass1_wl = 2849 µm
INFO  metric synth.largest_area_cell = sky130_fd_sc_hd__dfrtp_1
INFO  metric synth.distinct_cells = 32
INFO  metric globalRouteMet2Util = 6.662%
-- placed cells by master, fill, tap and decap left out, types with 2 or more instances in the layout --
| master | count |
|---|---|
| sky130_fd_sc_hd__conb_1 | 12 |
| sky130_fd_sc_hd__dfrtp_1 | 10 |
| sky130_fd_sc_hd__clkdlybuf4s50_1 | 7 |
| sky130_fd_sc_hd__nand2_1 | 6 |
| sky130_fd_sc_hd__dlxtn_1 | 6 |
| sky130_fd_sc_hd__nor2_1 | 4 |
| sky130_fd_sc_hd__a22o_1 | 4 |
| sky130_fd_sc_hd__nand3_1 | 3 |
| sky130_fd_sc_hd__clkbuf_8 | 3 |
| sky130_fd_sc_hd__a21oi_1 | 2 |
| sky130_fd_sc_hd__o21ai_1 | 2 |
| sky130_fd_sc_hd__o21ai_0 | 2 |
| sky130_fd_sc_hd__ha_1 | 2 |
-- report_power, final --
part / leakage, µW / internal (µW) / switching [µW]
Combinational: 0.000211 / 1.75 / 5.79
Clock: 0.0000228 / 133 / 77.3
Sequential: 0.000197 / 212 / 0
Total: 0.000431 / 347 / 83.1
-- cell type report --
class                   instances  area (µm²)
inverters                       2       7.507
repair buffers                  8       77.57
flip-flops and latches         17       366.6
fillers                       448        3430
multi-input cells              54       362.8
clock buffers                   4       45.04
well taps                      52       65.06
-- through the flow --
stage	area (µm²)	cells	utilization, %	setup slack (ps)	hold WS (ps)
2_1_floorplan	827.0	85	-	611.0	271.7
3_3_place_gp	879.6	133	20.20	531.2	508.3
3_5_place_dp	879.6	133	20.20	463.7	510.3
4_1_cts	924.6	137	21.24	433.6	517.4
5_1_grt	924.6	137	21.24	338.9	547.7
6_report	924.6	137	21.24	438.0	499.8
-- logic make-up after synthesis --
kind of cell | share of synthesized area (%)
fa+ha+maj | 3.184
buf+inv | 12.42
other cells | 0.4772
flops | 35.19
simple gates | 19.42
mux | 2.707
compound gates | 15.13
latches | 11.47
-- worst min path at each step --
stage / to / slack (ps) / from
after CTS: count[3]$_DFFE_PP0P_ / 520 / rst_a
after global routing: count[1]$_DFFE_PP0P_ / 550 / count[1]$_DFFE_PP0P_
final: asynchronous set/reset pin / 500 / rst_a
-- layer usage --
layer	vias to the layer above	wire length (µm)
met4	0	8
met1	265	793
met2	29	651
met5	-	0
li1	265	-
met3	2	201
No activity file was given, so power comes from the tool's default toggle rates.
