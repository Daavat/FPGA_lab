File: design.v
module trafficlight_controller(
    input  wire clk,
    output reg green_ns,     
    output reg yello_ns,
    output reg red_ns,
    output reg green_ew,
    output reg yello_ew,
    output reg red_ew  
);
reg P;           
reg Q;
reg R;
reg K; 
reg L;
reg M;
  reg [30:0] delay;       
  initial begin         
    K<=0;
    L<=0;
    M<=0;
    end
always @(posedge clk) begin
  green_ns=(R&!Q&P);                               
  yello_ns=(R&!Q&!P);
  red_ns=(!R&!Q&!P)|(!R&!Q&P)|(!R&Q&!P)|(!R&Q&P);
  green_ew=(!R&Q&!P);
  yello_ew=(!R&!Q&P);
  red_ew=(!R&!Q&!P)|(!R&Q&P)|(R&!Q&!P)|(R&!Q&P);
  P<=(!K);                                       
  Q<=((L&K)|(M&!K));
  R<=(M&K)|(!M&!L&!K);
  delay = delay+1;
if(delay == 29'b10111110101111000010000000000 & (R == 1 & Q == 0 & P == 1)) 
	begin
	delay=27'b0;
	K<=P;
	L<=Q;
	M<=R;
	end
else if(delay == 29'b10111110101111000010000000000 & (R == 0 & Q == 1 & P == 0))
	begin
	delay=27'b0;
	K<=P;
	L<=Q;
	M<=R;
	end
else if(delay == 29'b10001111000011010001100000000 & (R == 1 & Q == 0 & P == 0))
	begin
	delay=27'b0;
	K<=P;
	L<=Q;
	M<=R;
	end
else if(delay == 28'b1011111010111100001000000000 & (R == 0 & Q == 1 & P == 1))
	begin
	delay=27'b0;
	K<=P;
	L<=Q;
	M<=R;
	end
else if(delay == 29'b10001111000011010001100000000 & (R == 0 & Q == 0 & P == 1))
	begin
	delay=27'b0;
	K<=P;
	L<=Q;
	M<=R;
	end
else if(delay == 28'b1011111010111100001000000000 & (R == 0 & Q == 0 & P == 0))
	begin
	delay=27'b0;
	K<=P;
	L<=Q;
	M<=R;
	end
end
endmodule
File: run.sh
#!/bin/bash
# OpenROAD 26Q1-2900-gdf79404cd8, Yosys 0.63+post, stock flow scripts
make -C /OpenROAD-flow-scripts/flow DESIGN_CONFIG=/design/flow/config.mk WORK_HOME=/design/flow/orfs finish
File: config.mk
export PLATFORM = sky130hd
export DESIGN_NAME = trafficlight_controller
export DESIGN_NICKNAME = trafficlight_controller
export VERILOG_FILES = /design/flow/design.v
export SDC_FILE = /design/flow/constraint.sdc
export NUM_CORES = 4
export LEC_CHECK = 1
export CORE_UTILIZATION = 30
File: constraint.sdc
current_design trafficlight_controller

set clk_period 7.4
set clk_io_pct 0.2

create_clock -name clk0 -period $clk_period [get_ports {clk}]

set non_clock_inputs [all_inputs -no_clocks]
set_input_delay [expr $clk_period * $clk_io_pct] -clock clk0 $non_clock_inputs
set_output_delay [expr $clk_period * $clk_io_pct] -clock clk0 [all_outputs]
==> reports/qor.yml <==
grt_pass1_wl_um: 8170
yosysSeqAreaShare_pct: 40.9
drtPass1Iterations: 4
cts-root-buf: "clkbuf_8"
p_clk_share_pct: 43.5
min_path_type: "reg -> reg"
yosys_area_um2: 2180
grt_use_met1_pct: 21.5
drc: 0
grt_pass1_vias: 1637
p_leak_nw: 0.822
place.port_buffers: 6
drive_gt1_share_pct: 6.18
tns_ns: 0
die_y_um: 87.2
tightest_slew_ns: 0.766
via_count: 1824
placed_area_um2: 2320
area_delta_synth_final_pct: 11.5
p_sw_share_pct: 19.0
end_kind: "flip-flop"
timing_hold_violations_final: 0
grtUsageMet3_pct: 3.65
critical_path.top_delay_family: "simple AND/OR/NAND/NOR gates"
critPathLaunchType: "flip-flop"
power.internal_w: 0.000334
hold_buffers: 0
cts_setup_buffers: 0
clk_latency_ns: 0.29
cap_violations: 0
power.switching_w: 0.0000787
viasPerCell: 5.14
synth_area_per_cell_um2: 8.61
wl_per_cell_um: 13.7
fmax_ghz: 0.282
path_cells: "ha_1, nand3_1, or4_1, or3_1, a211o_1, and4b_1, o21ai_1, a211oi_1"
timing.critical_path.buf_inv: 0
fin_worst_skew_ns: 0.00885
final_area_um2: 2430
ant_nets: 0
fill_cells: 727
drv_slew: 0
setup_violations: 0
ys_warn_count: 1
period_used_pct: 47.9
post_cts_resized: 0
chip_area_um2: 7610
ys_types: 49
ys_cells: 253
power_frac_seq_pct: 56.5
routed_wl_um: 4860
critPathSlowestCell: "or4_1"
clockBufferDepth: 2
warnings: 25
core_area_um2: 6910
grt_overflow: 0
ys.flops: 43
initialDrtViolationCount: 204
globalRouteTotalUtil_pct: 14.2
vdd_drop_max_v: 0.0000693
synth_top_flop_cell: "dfxtp_1"
antenna_found_initial: 0
io_pins: 7
fp-row-count: 30
fp_util_pct: 31.5
crit_required_ns: 7.35
cp_max_fo: 10
use_met2_pct: 21.3
combPwrFrac_pct: 0
logic_area_um2: 1230
worstSetupPathType: "reg -> reg"
gp_congestion: 0.887
edf_count: 3
rsz0062_at_grt: "no"
clock_sinks: 43
diodes: 0
p_per_area_nw_per_um2: 170
chipWidth_um: 87.2
slew_headroom_pct: 48.2
cts_tree: "built"
busiest_layer: "met1"
synthArstFlopShare_pct: 0
cts_buffers: 5
dpl.hpwl_um: 3680
status: "complete, no violations"
grt_max_degree: 14
clk_pin_slew_worst_paths_ns: 0.08
final_util_pct: 35.2
slowest_delay_ns: 0.74
synthCells: 253
fin_crit_ns: 3.54
rrSetupSlack_ns: 3.86
ctsHtreeMaxLevel: 2
arrival_ns: 3.49
syn_area_um2: 2180
ff_latch_area_um2: 891
-- final timing paths --
path                            startpoint        end  cells after the start
worst min register to register   delay[30]  delay[30]                      1
worst max-delay path              delay[0]          M                      8
worst min-delay path             delay[30]  delay[30]                      1
worst max register to register    delay[0]          M                      8
-- layer usage --
metal  share of wire (%)  routed length (µm)
met1                  49                2370
met2                  44                2140
met3                 5.3                 257
met4                 1.9                  93
met5                   0                   0
-- cell type report --
cell class | count | area share, %
Tap cell | 96 | 4.94
Sequential cell | 43 | 36.7
Clock buffer | 7 | 3.14
Timing Repair Buffer | 6 | 2.47
Inverter | 6 | 0.927
Clock inverter | 1 | 1.24
Multi-Input combinational cell | 196 | 50.6
-- worst register-to-register path, stage by stage (launching register included) --
cell and delay (ns):
dfxtp_1 0.41, ha_1 0.31, nand3_1 0.18, or4_1 0.74, or3_1 0.41, a211o_1 0.32, and4b_1 0.27, o21ai_1 0.11
a211oi_1 0.46
-- cell usage in the layout, fill, tap and decap left out, drive strengths merged, types with 2 or more instances in the layout --
cell / netlist / routed
a211oi: 2 / 2
a21oi: 12 / 12
a31oi: 2 / 2
and3: 6 / 6
and4: 5 / 5
and4b: 2 / 2
clkbuf: 4 / 7
clkdlybuf4s50: 0 / 6
dfxtp: 40 / 40
edfxtp: 3 / 3
inv: 6 / 6
nand2: 15 / 15
nand3: 17 / 17
nand4: 11 / 11
nor2: 36 / 36
nor2b: 2 / 2
nor3: 7 / 7
nor3b: 4 / 4
nor4: 10 / 10
nor4b: 2 / 2
o211ai: 3 / 3
o21a: 2 / 2
o21ai: 9 / 9
o31ai: 2 / 2
or2: 2 / 2
or3: 3 / 3
or4: 4 / 4
xnor2: 14 / 14
xor2: 9 / 9
-- kinds of logic (layout without fill, tap and decap cells) --
| kind of cell | Yosys count | in the layout | synth area share, % |
|---|---|---|---|
| XOR/XNOR | 23 | 23 | 9.25 |
| adder cells (fa/ha/maj) | 1 | 1 | 0.574 |
| AND-OR/OR-AND | 38 | 38 | 11.7 |
| AND/OR/NAND/NOR | 132 | 132 | 34.0 |
| buffers and inverters | 14 | 20 | 2.64 |
| multiplexers | 2 | 2 | 0.976 |
| flip-flops | 43 | 43 | 40.9 |
-- registers in the layout, indices dropped and copies added, names as in the netlist --
name	flops
L	1
green_ns	1
M	1
P	1
delay	31
yello_ew	1
red_ew	1
K	1
red_ns	1
R	1
yello_ns	1
Q	1
green_ew	1
-- per-stage QoR --
stage                     setup slack [ns]  power, W  hold slack [ns]  cells
final                                 3.86  0.000413            0.457    355
after global placement                3.94  0.000239            0.447    347
after CTS                             3.85  0.000418            0.462    355
after floorplan                       4.20  0.000239            0.423    253
after global routing                  3.55  0.000428            0.498    355
after detailed placement              3.84  0.000239            0.449    347
-- Yosys cell counts, drive strengths merged (4+ instances only) --
| cell type | number | area, µm² |
|---|---|---|
| xor2 | 9 | 78.8 |
| or4 | 4 | 30.0 |
| nand2 | 15 | 56.3 |
| nand3 | 17 | 85.1 |
| buf | 4 | 20.0 |
| xnor2 | 14 | 123 |
| and3 | 6 | 37.5 |
| nor3b | 4 | 30.0 |
| nand4 | 11 | 81.3 |
| nor4 | 10 | 68.8 |
| clkbuf | 4 | 15.0 |
| o21ai | 9 | 45.0 |
| nor2 | 36 | 135 |
| inv | 6 | 22.5 |
| dfxtp | 40 | 801 |
| a21oi | 12 | 82.6 |
| and4 | 5 | 43.8 |
| nor3 | 7 | 35.0 |
-- power by group through the flow --
stage     Sequential, W  Combinational (W)  Clock (W)
5_1_grt        0.000233     0.000000000412   0.000195
6_report       0.000233     0.000000000412   0.000180
4_1_cts        0.000233     0.000000000412   0.000184
Power is estimated from default activity; no workload was simulated.
